==> ./design.v <==
module timer(clk, FAB_INT_OUT);
input clk;
output reg FAB_INT_OUT;
reg [31:0] count;
always @(posedge clk)
begin
    if (count == 10000000)
    begin
        FAB_INT_OUT <= 1;
        count[31:0] <= 0;
    end
    else
    begin
        FAB_INT_OUT <= 0;
        count <= count + 1;
    end
end
endmodule
==> ./run.sh <==
#!/bin/bash
# OpenROAD 26Q1-2900-gdf79404cd8, Yosys 0.63+post, stock flow scripts
make -C /OpenROAD-flow-scripts/flow DESIGN_CONFIG=/design/flow/config.mk WORK_HOME=/design/flow/orfs finish
==> ./config.mk <==
export PLATFORM = sky130hd
export DESIGN_NAME = timer
export DESIGN_NICKNAME = timer
export VERILOG_FILES = /design/flow/design.v
export SDC_FILE = /design/flow/constraint.sdc
export NUM_CORES = 4
export LEC_CHECK = 1
export CORE_AREA = 10 10 105 105
export DIE_AREA = 0 0 115 115
==> ./constraint.sdc <==
current_design timer

set clk_period 4.8
set clk_io_pct 0.2

create_clock -name clk0 -period $clk_period [get_ports {clk}]

set non_clock_inputs [all_inputs -no_clocks]
set_input_delay [expr $clk_period * $clk_io_pct] -clock clk0 $non_clock_inputs
set_output_delay [expr $clk_period * $clk_io_pct] -clock clk0 [all_outputs]
==> summary.txt <==
yosys + openroad results -> chip height=115 µm, Final Wtd Congestion=0.868, Hold WC Path Type=register to register, slowest cell delay on critical path=0.63 ns, die width=115 µm, TritonCTS clock tree=built, slew at the pin closest to its max-slew limit=0.745 ns, number of antenna diodes=0, total negative setup slack=0 ns, summed standard-cell area reported by yosys=1480 µm², cells along the critical path=or4b_1 > or4_1 > nor3_2 > o21ba_2, placeable core region=8760 µm², worst rel slew slack=0.501, post-layout total power=0.480 mW, global-route track usage on met2=0.0604, Clock power frac=0.429, max-capacitance violation count=0, cell type with the largest total area after synthesis=sky130_fd_sc_hd__dfxtp_1, fraction of layout instances using a drive strength above 1=0.0683, antenna violations before repair=0, vias in the first global route=993, biggest area contributors in the synthesized netlist=sky130_fd_sc_hd__dfxtp_1, sky130_fd_sc_hd__xnor2_1, sky130_fd_sc_hd__xor2_1, post-cts gate resize count=0, final core utilization=0.192, Flop pwr share=0.571, number of standard cells reported by yosys=159, via count normalized by instance count=4.04, switching share of power=0.192, setup repair after global routing missed its margin=false, hold_ws=0.475 ns, largest fanout of any net on the critical path=12, r2r setup slk=2.49 ns, final critical-path setup slack=2.49 ns, vias=1086, cell at the slowest stage of the critical path=sky130_fd_sc_hd__nor3_2, Crit path required time=4.98 ns, warning total across the stage logs=26, critical path data arrival time=2.49 ns, top flip-flop cell by instance count after synthesis=sky130_fd_sc_hd__dfxtp_1, chip area=13200 µm², worst reg2reg path startpoint=count[18], reported leakage power=0.590 nW, Post-Place Cells=262, DRC violation count after routing=0, count of flip-flops with a built-in enable after synthesis=0, number of buffers created by CTS=5, relative contribution of combinational cells to total power=0, setup fix buffers added after clock tree synthesis=0, number of DRC markers in iteration 0=101, power density normalized to cell area=285 nW/µm², Yosys top cell area share=0.445, sum of overflow across all layers after global routing=0, final setup violation count=0, half-perimeter wire length after placement=1.92 mm, worst setup skew after layout=0.00405 ns, routing usage on met3=0.0169, crit start category=register, cell at the root of the clock tree=sky130_fd_sc_hd__clkbuf_8, clock insertion delay at the later pin of the skew report=0.28 ns, post-layout period usage of the worst path=0.481, hold buffers post-CTS=0, fin cells=269, FF+latch count, synth=33, total number of H-tree levels=2, outcome=completed, cell count after synthesis=159, maximum number of pins on one net before global-route repair=13, min Tclk post-route=2.31 ns, average footprint of a synthesized cell=9.33 µm², Fmax achieved=0.433 GHz, Buffers on Ports=1, I/O Pins=2, met1 track demand over resource=0.0669, post-synthesis sequential area ratio=0.445, Post-Syn Area=1480 µm², total net switching power=0.0923 mW, Internal Pwr Total=0.387 mW, Hold Path Origin=count[31], total detailed-routing wirelength=2.76 mm, Max rail drop VDD=142 µV, global routing's busiest layer=met1, number of filler cells placed in the layout=979, Unique cell types=34, end of the worst register-to-register path=count[20], post-route antenna net violation count=0, launching element of the worst setup path=count[18], first-pass GRT wire length=4.86 mm, Hold Violations, Final=0, Total Routing Usage GR=0.0442, routed length per placed instance=10.2 µm, synthesis-to-finish area growth=13.2%, Worst R2R Path Depth=4, CTS sink cnt=33, Max Root-Sink Buffers=2, critical path endpoint=count[20], number of warnings issued by yosys=1, number of search-and-repair iterations in the first detailed-routing pass=4, Yosys top cell by instances=sky130_fd_sc_hd__dfxtp_1, clock slew at reported path FFs=0.06 ns, Critical Path End Type=register, Slew Limit Fails=0, most frequent cells after synthesis=sky130_fd_sc_hd__dfxtp_1, sky130_fd_sc_hd__xnor2_1, sky130_fd_sc_hd__nand3_1, sky130_fd_sc_hd__xor2_1, post-layout instance area=1680 µm², setup slack at placement=2.46 ns, floorplan-stage core utilization=0.169, critical path class=register to register, total placed instance area=1590 µm², row count=34, Async SR Flop Fraction=0
placed cells by master, fill, tap and decap left out, types with 4 or more instances in the layout:
| cell type | instances |
|---|---|
| sky130_fd_sc_hd__and3_1 | 4 |
| sky130_fd_sc_hd__clkbuf_8 | 6 |
| sky130_fd_sc_hd__dfxtp_1 | 33 |
| sky130_fd_sc_hd__inv_1 | 6 |
| sky130_fd_sc_hd__nand2_1 | 10 |
| sky130_fd_sc_hd__nand3_1 | 12 |
| sky130_fd_sc_hd__nand4_1 | 9 |
| sky130_fd_sc_hd__nor2_1 | 11 |
| sky130_fd_sc_hd__nor4_1 | 11 |
| sky130_fd_sc_hd__xnor2_1 | 14 |
| sky130_fd_sc_hd__xor2_1 | 12 |
kinds of logic (layout without fill, tap and decap cells):
group           Yosys count  in the layout  synth area share
xor+xnor                 26             26             0.153
compound gates            8              8            0.0371
buf+inv                  12             14            0.0388
flops                    33             33             0.445
fa+ha+maj                 2              2            0.0169
simple gates             78             78             0.309
worst max-delay path, delay by kind of cell, from the launching register on:
kind             cells  cell delay, ns
AND/OR/NAND/NOR      3            1.62
AND-OR/OR-AND        1            0.25
flip-flops           1            0.34
sequential cells by signal, summed over array words and instances (netlist names):
| signal | cells |
|---|---|
| count | 32 |
| FAB_INT_OUT | 1 |
power groups by stage:
stage | Sequential (mW) | Clock [mW] | Combinational, mW
final | 0.274 | 0.206 | 0.000000280
after global routing | 0.274 | 0.228 | 0.000000280
after CTS | 0.274 | 0.214 | 0.000000280
how the worst min path moves through the flow:
stage,endpoint,slack (ns),cells past startpoint
final,count[31],0.48,1
after global routing,count[28],0.50,1
after CTS,count[31],0.48,1
area by class of cell:
cell class / count / area (µm²) / area share
clock buffers: 7 / 86.3 / 0.0514
repair buffers: 1 / 10.0 / 0.00596
multi-input cells: 114 / 766 / 0.456
flip-flops and latches: 33 / 661 / 0.393
well taps: 108 / 135 / 0.0804
inverters: 6 / 22.5 / 0.0134
per-layer routing:
| layer | part of all wire | wire (µm) |
|---|---|---|
| met1 | 0.50 | 1390 |
| met2 | 0.42 | 1160 |
| met3 | 0.064 | 175 |
| met4 | 0.011 | 30 |
| met5 | 0 | 0 |
Power and IR drop assume default switching activity.
